**design/flow/design.v**
```verilog
module EAF_hash_functions #(
parameter addr_length = 32,
parameter one_zero_const = 1431655765,  
parameter inv_golden_ratio_const = 2654435769,  
parameter first_prime_pow_2 = 2,
parameter second_prime_pow_2 = 4,
parameter third_prime_pow_2 = 8,
parameter fourth_prime_pow_2 = 32,
parameter fifth_prime_pow_2 = 128,
parameter sixth_prime_pow_2 = 2048,
parameter seventh_prime_pow_2 = 8192
)
(
clk, rst,insert_resp_i,test_resp_i,
mem_addr, first_prime_index, second_prime_index, third_prime_index,fourth_prime_index, fifth_prime_index,sixth_prime_index,seventh_prime_index
);
input clk, rst;
input [addr_length-1:0] mem_addr;  
input insert_resp_i, test_resp_i;  
logic [addr_length-1:0] inter_val_one,inter_val_two,first_prime_index_int, second_prime_index_int, third_prime_index_int, fourth_prime_index_int, fifth_prime_index_int, sixth_prime_index_int,seventh_prime_index_int;  
output first_prime_index;
output [1:0] second_prime_index;
output [2:0] third_prime_index;
output [4:0] fourth_prime_index;
output [6:0] fifth_prime_index;
output [10:0] sixth_prime_index;
output [12:0] seventh_prime_index;
assign first_prime_index = inter_val_two[0];  
assign second_prime_index = inter_val_two[1:0];
assign third_prime_index = inter_val_two[2:0];
assign fourth_prime_index = inter_val_two[4:0];
assign fifth_prime_index = inter_val_two[6:0];
assign sixth_prime_index =inter_val_two[10:0];
assign seventh_prime_index = inter_val_two[12:0];
always_comb begin
  inter_val_one = (mem_addr ^ {16'b0000000000000000,mem_addr[31:16]}) * one_zero_const;
  inter_val_two = ((inter_val_one ^ {16'b0000000000000000,inter_val_one[31:16]}) * inv_golden_ratio_const)>>16;
end
endmodule : EAF_hash_functions
```
**design/flow/run.sh**
```bash
#!/bin/bash
# OpenROAD 26Q1-2900-gdf79404cd8, Yosys 0.63+post, stock flow scripts
make -C /OpenROAD-flow-scripts/flow DESIGN_CONFIG=/design/flow/config.mk WORK_HOME=/design/flow/orfs finish
```
**design/flow/config.mk**
```make
export PLATFORM = sky130hd
export DESIGN_NAME = EAF_hash_functions
export DESIGN_NICKNAME = EAF_hash_functions
export VERILOG_FILES = /design/flow/design.v
export SDC_FILE = /design/flow/constraint.sdc
export NUM_CORES = 4
export LEC_CHECK = 1
export CORE_UTILIZATION = 50
```
**design/flow/constraint.sdc**
```tcl
current_design EAF_hash_functions

set clk_period 47.5
set clk_io_pct 0.2

create_clock -name clk0 -period $clk_period

set non_clock_inputs [all_inputs -no_clocks]
set_input_delay [expr $clk_period * $clk_io_pct] -clock clk0 $non_clock_inputs
set_output_delay [expr $clk_period * $clk_io_pct] -clock clk0 [all_outputs]
```
==> reports/metrics.cfg <==
[finish]
seq_cells = 0
logic_area_sq_mm = 0.0138
fillCellCount = 2859
postLayoutCoreUtil = 0.545
clkbuf_count = 0
seq_area_sq_um = 0
area_growth_pct = 7.56
drive_gt1_frac = 0.0270

[logic_synthesis]
ys_cells = 1561
yosysWarnings = 1
yosys.stat.seqShare = 0
avgSynthCellArea_sq_um = 10.2
synth_area_sq_mm = 0.0159
netlist.top_cell.by_area = fa_1
area_leaders = fa_1 44%, ha_1 27%, inv_1 12%, xnor2_1 5.7%, xor2_1 2.4%
yosysMostFrequentCell = inv_1
ys_area_sq_mm = 0.0159
synth_top_area_share = 0.439
synth.distinct_cells = 54
common_cells = 511 x inv_1, 350 x fa_1, 340 x ha_1
syn_inst = 1561

[flow_run]
cap_viol_max_count = 0
tool_warnings = 38

[global_route]
grt_pass1_vias = 11300
gr-usage-all-layers = 0.287
grt_max_degree = 11
grt_pass1_wl_microns = 63600
overflow = 0
grt_antenna_before_repair = 0

[cts]
post_cts_buffers = 0
cts_resized = 0
hold_buffers = 0

[sta]
tns_ns = 0
slew_headroom = 0.481
fmax_mhz = 29.1
slew_violations = 0
fin_crit_sh = 0.722
hold_viol = 0
tightest_slew_ns = 0.776
final-setup-viol-count = 0
fin_crit_ns = 34.31
rsz0062_at_grt = no

[critical_path]
end_kind = output pin
cp_data_required_time_ns = 38.00
cpMostUsedCell = fa_1
startpoint_type = input port
critical_path_class = input port to output pin
crit_family = adder cells
slowest_delay_ns = 0.62
cp_slowest_cell = clkdlybuf4s50_1
path_buffers = 9
crit_arrival_ns = 24.81
critPathMaxFanout = 7

[outcome]
status = complete, no violations

[floorplan]
die_area_sq_mm = 0.0326
ios = 78
die_h_microns = 181
die_width_microns = 181
fp-row-count = 65
fp_util = 0.507
core_sq_mm = 0.0315

[detailed_routing]
routedWlPerCell_microns = 20.0
drt-initial-drc-count = 257
drtPass1Iterations = 4
drt-total-wl_microns = 40700
drc = 0
num_antenna_cells = 0
antenna_left = 0
vias = 10100
drt-vias-per-instance = 4.96

[place]
routabilityCongestion = 1.04
dpl.hpwl_microns = 38200
numPortBuffers = 74

[hold_path]
hp-class = input port to output pin

==> layout by cell type (no fill, tap or decap), types with 2 or more instances in the layout <==
cell type,n
ha_1,340
a21oi_1,27
xnor2_2,2
xor2_1,44
nor2b_1,5
o2111ai_1,3
a21boi_1,3
inv_1,511
nand3b_1,3
a31oi_1,2
o21ai_1,4
xnor2_1,103
or2_2,3
clkdlybuf4s50_1,74
a2111oi_2,2
o21a_1,3
a211oi_1,2
o21ai_0,9
nor3_1,2
buf_4,25
nand4_1,3
a21o_1,23
nand3_1,3
and3_1,6
and2_1,10
o21bai_1,7
nand2_1,10
fa_1,350
nand2b_1,6
nor2_1,19
o211ai_1,3
==> routing by layer <==
layer,GRT usage,part of all wire
met5,0,0
met1,0.363,0.37
met3,0.0425,0.040
met2,0.513,0.54
met4,0.105,0.049
==> worst paths after layout <==
| kind | from | end | depth (start not counted) |
|---|---|---|---|
| max | mem_addr[20] | seventh_prime_index[12] | 50 |
| min | mem_addr[0] | fourth_prime_index[2] | 9 |
==> stage by stage <==
step | instance area (sq um) | cells | worst slack [ns] | hold WS (ns)
2_1_floorplan | 15900 | 1561 | 15.95 | 19.88
3_5_place_dp | 17200 | 2031 | 13.04 | 21.14
5_1_grt | 17200 | 2031 | 12.56 | 21.23
4_1_cts | 17200 | 2031 | 13.02 | 21.14
6_report | 17200 | 2031 | 13.19 | 21.12
3_3_place_gp | 17200 | 2031 | 13.06 | 21.11
==> cell families (layout without fill, tap and decap cells) <==
kind of cell    Yosys count  in the layout  synth area share
compound gates           99             99            0.0444
buf+inv                 543            611             0.135
xor+xnor                153            153            0.0887
simple gates             75             75            0.0253
mux                       1              1          0.000628
fa+ha+maj               690            690             0.706
==> layout make-up <==
cell class,count,area share
Multi-Input combinational cell,1018,0.804
Inverter,512,0.112
Timing Repair Buffer,99,0.0541
Tap cell,402,0.0293
